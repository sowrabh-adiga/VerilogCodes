[config.mk]
export PLATFORM = sky130hd
export DESIGN_NAME = dec_count
export DESIGN_NICKNAME = dec_count
export VERILOG_FILES = /design/flow/design.v
export SDC_FILE = /design/flow/constraint.sdc
export NUM_CORES = 4
export LEC_CHECK = 1
export CORE_AREA = 10 10 70 70
export DIE_AREA = 0 0 80 80
[constraint.sdc]
current_design dec_count

set clk_period 1.4
set clk_io_pct 0.2

create_clock -name clk0 -period $clk_period [get_ports {clk}]

set non_clock_inputs [all_inputs -no_clocks]
set_input_delay [expr $clk_period * $clk_io_pct] -clock clk0 $non_clock_inputs
set_output_delay [expr $clk_period * $clk_io_pct] -clock clk0 [all_outputs]
[design.v]
module dec_count(clk,y);
input clk;
output reg [3:0]y;
 initial
    begin
        y = 4'd9;
    end
 always @(posedge clk)
    begin
        if (y == 4'd9) 
            begin
               y = 4'd0; 
            end
        else
            begin
                y = y+1;
            end
    end
endmodule  
[run.sh]
#!/bin/bash
# OpenROAD 26Q1-2900-gdf79404cd8, Yosys 0.63+post, stock flow scripts
make -C /OpenROAD-flow-scripts/flow DESIGN_CONFIG=/design/flow/config.mk WORK_HOME=/design/flow/orfs finish
==> metrics.csv <==
metric,value,unit
startpoint_type,register,
viasPerCell,1.915,
portBuffers,4,
required,1120,ps
p_int,0.0002088,W
dieArea,0.006400,mm²
path_buffers,1,
drc,0,
logic_area,102.6,µm²
status,"complete, no violations",
fp_util,5.458,%
largest_area_cell,dfxtp_1,
clk_latency,240,ps
critPathMaxFanout,6,
grt_max_degree,7,
cts_buffers,3,
nFillCells,398,
arrival,1070,ps
path_depth,1,
sw_frac_of_total,20.52,%
syn_area,186.4,µm²
combPwrFrac,0,%
rsz0062_at_grt,no,
postCtsSetupBuffers,0,
holdPathStages,1,
grt_pass1_vias,120,
r2r_cells,4,
mostFrequentLayoutCell,clkdlybuf4s50_1,
holdWs,443.5,ps
flop_area,87.58,µm²
clock_sinks,4,
worstPathCellList,clkdlybuf4s50_1,
yosysChipArea,186.4,µm²
cts_root_buffer,clkbuf_4,
fmax,0.7398,GHz
powerDensity,829.8,mW/mm²
clockBufferDepth,2,
synth_flop_count,4,
min_path_type,reg -> reg,
gr-usage-all-layers,1.250,%
cts_htree_levels,1,
mostFrequentLayoutCells,"4 x clkdlybuf4s50_1, 3 x clkbuf_4, 3 x dfxtp_2",
grt-ovfl-total,0,
cts_tree,yes,
leakage,0.1112,nW
finalMaxSlewViolations,0,
synth_cell_types,12,
period_used_share,96.55,%
crit_path_max_incr_delay,470,ps
drt_pass1_iterations,3,
avgSynthCellArea,10.97,µm²
core,0.003416,mm²
yosys_warnings,1,
worst_pin_slew,119.4,ps
synthCells,17,
io_pins,5,
vdd_drop_max,0.0001327,V
area_growth,69.80,%
finalCriticalPeriod,1352,ps
crit_type,reg -> out,
top_cells_by_area,"dfxtp_1 43%, ha_1 13%, o211ai_2 6.7%",
worst_path_max_delay_cell,clkdlybuf4s50_1,
yosysTopAreaCellShare,42.95,%
dp_hpwl,289.9,µm
die_w,80,µm
place_congestion,0.7229,
fin_tns_setup,0,ps
tool_warnings,26,
ant_nets,0,
max_cap_violations,0,
drtIter0Drc,10,
largest_register_ffs,4,
finalSetupViolations,0,
p_seq_share,42.8,%
ys_cells,17,
dr_total_vias,136,
critPathTopFamily,buffers and inverters,
antenna_found_initial,1,
finClkSkew,0.9407,ps
slew_headroom,91.81,%
routed_wl,382,µm
drive_gt1_share,41.67,%
holdBufCountCts,0,
total_switching_power,0.00005390,W
clkPwrFrac,57.2,%
clk_pin_slew,40,ps
die_h,80,µm
hold_violations,0,
grt_pass1_wl,572,µm
wl_per_cell,5.380,µm
yosysSeqAreaShare,42.95,%
rows,21,
end_kind,output pin,
[area by class of cell]
class,count,area share [%]
Antenna cell,1,0.7905
Clock buffer,3,7.115
Tap cell,46,18.18
Sequential cell,4,27.67
Timing Repair Buffer,4,12.65
Inverter,1,1.186
Multi-Input combinational cell,12,32.41
[metrics by stage]
stage | utilization (%) | cell area (µm²) | power, W | setup WS [ps] | std cells
after detailed placement | 8.315 | 284.0 | 0.0001163 | 210.7 | 67
after floorplan | - | 186.4 | 0.0001163 | 354.6 | 17
after global placement | 8.315 | 284.0 | 0.0001163 | 226.2 | 67
after CTS | 9.121 | 311.5 | 0.0002745 | 19.10 | 70
final | 9.267 | 316.6 | 0.0002627 | 48.35 | 71
after global routing | 9.267 | 316.6 | 0.0002821 | 1.518 | 71
[routing by layer]
layer | GRT usage [%] | share of wire [%]
met5 | 0 | 0
met4 | 0.3521 | 0
met3 | 2.159 | 27
met2 | 1.043 | 26
met1 | 1.327 | 47
[Yosys cell counts, drive strengths merged]
library cell / n
a21bo: 1
and2: 1
and3b: 1
dfxtp: 4
ha: 2
inv: 1
mux2i: 1
nand2: 1
nand4b: 1
nor2: 2
o211ai: 1
or3b: 1
[power groups by stage]
stage	logic, W	registers [W]	clock network (W)
6_report	0.0000000000629	0.000112	0.000150
5_1_grt	0.0000000000629	0.000112	0.000170
4_1_cts	0.0000000000629	0.000114	0.000160
[repair_timing]
item / 4_1_cts / 5_1_grt
setup endpoints to repair: 4 / 1
gates resized: 4 / 1
cloned: 0 / 0
[worst paths after layout]
path              from    to  slack [ps]
setup / recovery  y[2]  y[2]          50
hold / removal    y[0]  y[0]         440
setup reg to reg  y[1]  y[3]         310
hold reg to reg   y[0]  y[0]         440
[kinds of logic (layout without fill, tap and decap cells)]
kind of cell | after synthesis | in the layout | synth area share, %
DFF | 4 | 4 | 42.95
other | 0 | 1 | 0
adders and majority gates | 2 | 2 | 13.42
buffers and inverters | 1 | 8 | 2.011
AOI/OAI and AO/OA | 2 | 2 | 12.08
and+or+nand+nor | 7 | 7 | 24.16
muxes | 1 | 1 | 5.369
No activity file was given, so power comes from the tool's default toggle rates.
