[run.sh]
#!/bin/bash
# OpenROAD 26Q1-2900-gdf79404cd8, Yosys 0.63+post, stock flow scripts
make -C /OpenROAD-flow-scripts/flow DESIGN_CONFIG=/design/flow/config.mk WORK_HOME=/design/flow/orfs finish
[config.mk]
export PLATFORM = sky130hd
export DESIGN_NAME = fa4b
export DESIGN_NICKNAME = fa4b
export VERILOG_FILES = /design/flow/design.v
export SDC_FILE = /design/flow/constraint.sdc
export NUM_CORES = 4
export LEC_CHECK = 1
export CORE_AREA = 10 10 70 70
export DIE_AREA = 0 0 80 80
[constraint.sdc]
current_design fa4b

set clk_period 2.8
set clk_io_pct 0.2

create_clock -name clk0 -period $clk_period

set non_clock_inputs [all_inputs -no_clocks]
set_input_delay [expr $clk_period * $clk_io_pct] -clock clk0 $non_clock_inputs
set_output_delay [expr $clk_period * $clk_io_pct] -clock clk0 [all_outputs]
[design.v]
module fa(
    input a,
    input b,
    input cin,
    output s,
    output cout);
    wire w1,w2,w3;
    and( w1, a, b );
	and( w2, a, cin );
	and( w3, b, cin );
	or( cout, w1, w2, w3 );
	xor( s, a, b, cin );
endmodule  
module fa4b(a,b,cin,s,cout);
input [3:0]a;
input [3:0]b;
input cin;
output [3:0]s;
output cout;
wire c1,c2,c3;
fa f1 (a[0],b[0],cin,s[0],c1);
fa f2 (a[1],b[1],c1,s[1],c2);
fa f3 (a[2],b[2],c2,s[2],c3);
fa f5 (a[3],b[3],c3,s[3],cout);
endmodule  
==> results.toml <==
# implementation run metrics
[finish]
layout-drive-gt1-share = 0.429
nClkBuffers = 0
fill_cells = 402
area.growth.synth_to_final_pct = 118
final_cells = 74
fin_area_um2 = 322
seq_cells = 0
regArea_um2 = 0
fin_util = 0.0941

[die]
core_mm2 = 0.00342
die_h_um = 80
num_rows = 21
num_io_pins = 14
die_w_um = 80
chip_area_mm2 = 0.00640
fp_util = 0.0432

[synth]
synth.area.top_cells = "fa_1, inv_1, buf_4"
synth_cell_type_count = 3
netlist_area_um2 = 148
yosysWarnings = 0
synth_cells = 18
top_area_frac = 0.542
ys_chip_area_um2 = 148
synth_stat.cells = 18
ys_seq_frac = 0
synth.largest_area_cell = "fa_1"
syn_avg_cell_area_um2 = 8.20

[run]
maxCapViolCount = 0
tool_warnings = 34

[timing]
hold-worst-slack_ns = 1.87
fmax_ghz = 0.360
finalCritPeriodShare = 0.992
max_slew_margin = 0.934
worst_pin_slew_ns = 0.0982
rsz0062_at_grt = "yes"
finalHoldViolCount = 0
finalSetupViolations = 0
slew_violations = 0
fin_crit_ns = 2.78

[detailed_routing]
viasPerCell = 1.73
drtPass1Iterations = 1
antennaDiodeCount = 0
drt-total-wl_um = 426
antenna_left = 0
wire_per_inst_um = 5.76
vias = 128
post-route-drc-count = 0
drt_iter0_markers = 0

[worst_setup_path]
crit_fanout = 1
worst_setup_path_end_kind = "primary output"
crit_chain = "buf_6 > inv_4 > fa_2 > inv_2 > fa_2 > fa_2 > inv_2 > fa_1 > inv_1 > buf_2"
startpoint_type = "input port"
arrival_ns = 2.22
cpPeakStageDelay_ns = 0.40
crit_required_ns = 2.24
cpMostUsedCell = "fa_2"
worstSetupPathType = "input port to primary output"
critPathSlowestCell = "fa_1"

[global_route]
antenna_found_initial = 0
gr-total-overflow = 0
grt_max_degree = 2
grt_pass1_vias = 132
grt_use_total = 0.0116
grt_pass1_wl_um = 579

[clocking]
hold_buffers = 0
post-cts-setup-buffers = 0

[power_and_ir_drop]
ir_drop_mv = 0.0368
p_per_area_mw_per_mm2 = 151
leakage_uw = 0.000142
fin_total_pwr_uw = 48.6

[min_path]
min_path_cells = 5
hp-start = "cin"
min-delay-path-class = "input port to primary output"
worstHoldEndpoint = "s[0]"

[outcome]
outcome = "completed"

[placement]
hpwl_um = 425
io_buffers = 14
placedInstanceArea_um2 = 315
place.gp.congestion = 0.762
placed_cells = 74
## worst max path at each step
stage / slack, ns / cells after the start / from / to
final: 0.02 / 10 / a[0] / s[3]
after CTS: -0.09 / 10 / cin / s[3]
after global routing: -0.06 / 10 / a[0] / s[3]
## per-stage QoR
step / TNS, ns / setup slack [ns]
3_5_place_dp: -2.03 / -0.814
6_report: 0 / 0.0227
4_1_cts: -0.0944 / -0.0944
3_3_place_gp: -1.90 / -0.779
2_1_floorplan: 0 / 0.103
5_1_grt: -0.0550 / -0.0550
## routing by layer
layer,part of all wire,GRT usage,vias up
met5,0,0,-
met4,0,0,0
met3,0.19,0.00682,0
met2,0.23,0.0128,14
met1,0.58,0.0186,54
li1,-,-,60
## final cells by class
class,count,area [um^2],area share
Multi-Input combinational cell,4,87.6,0.272
Tap cell,46,57.6,0.179
Inverter,10,42.5,0.132
Timing Repair Buffer,14,134,0.416
## cell families (layout without fill, tap and decap cells)
kind of cell,Yosys count,in the layout,synth area share
buffers and inverters,14,24,0.458
adder cells (fa/ha/maj),4,4,0.542
## cells in the final DEF, fill, tap and decap left out, drive strengths merged
cell	n
inv	10
clkdlybuf4s50	6
dlygate4sd2	4
fa	4
buf	4
## where the power goes
part / internal [uW] / switching [uW]
Sequential: 0 / 0
Combinational: 32.3 / 16.3
Clock: 0 / 0
Total: 32.3 / 16.3
## worst max-delay path, delay by kind of cell
kind / cells / cell delay [ns]
buffers and inverters: 6 / 0.37
adders and majority gates: 4 / 1.28
## synthesized netlist by cell type (all sizes together)
master,count
inv,10
buf,4
fa,4
## timing repair
action / CTS / global route
setup endpoints to repair: 4 / 2
pin swaps: 4 / 4
gates resized: 30 / 1
Power is estimated from default activity; no workload was simulated.
